==> /design/flow/design.v <==
module clk_divider(clk, rst, count_to, clk_out);
input wire clk;
input wire rst;
input wire [20:0] count_to;
output reg clk_out;
reg [20:0] count;
always @(posedge clk or negedge rst)
	begin
		if (~rst) begin 
				count <= 21'd0;
				clk_out = 0;
		end else if (count >= count_to - 21'd1) begin 
			count <= 21'd0;
			clk_out = (~clk_out);  
		end else begin 
			count <= count + 21'd1;
		end 
	end
endmodule
module motor_sm (clk,
					  nrst,
					  input_bit,
					  direction, 
					  step,
					  out);
	input wire clk;
	input wire nrst;
	input wire input_bit;
	input wire direction;
	input wire step;	 
	output wire [3:0] out;
	reg [3:0] cs;
	reg [3:0] ns;
	parameter A = 4'b1000,
				 AB = 4'b1010,
				 B = 4'b0010,
				 BC = 4'b0110,
				 C = 4'b0100,
				 CD = 4'b0101,
				 D = 4'b0001, 
				 DA = 4'b1001;
	always @(posedge clk or negedge nrst)
	begin 
		if (~nrst)
			begin
				cs <= A;
			end 
		else if (input_bit)
			begin 
				cs <= ns;
			end
	end
		always @(*)
			begin
				case (cs)
					A: 
						if (direction == 1'b1 && step == 1'b1)
							ns = B;
						else if (direction == 1'b0 && step == 1'b1)
							ns = D;
						else if (direction == 1'b1 && step == 1'b0)
							ns = AB;
						else if (direction == 1'b0 && step == 1'b0)
							ns = DA;
					AB:
						if (direction == 1'b1 && step == 1'b0)
							ns = B;
						else if (direction == 1'b0 && step == 1'b0)
							ns = A;
						else if (direction == 1'b1 && step == 1'b1)
							ns = BC;
						else if (direction == 1'b0 && step == 1'b1)
							ns = DA;
					B:
						if (direction == 1'b1 && step == 1'b1)
							ns = C;
						else if (direction == 1'b0 && step == 1'b1)
							ns = A;
						else if (direction == 1'b1 && step == 1'b0)
							ns = BC;
						else if (direction == 1'b0 && step == 1'b0)
							ns = AB;
					BC:
						if (direction == 1'b1 && step == 1'b0)
							ns = C;
						else if (direction == 1'b0 && step == 1'b0)
							ns = B;
						else if (direction == 1'b1 && step == 1'b1)
							ns = CD;
						else if (direction == 1'b0 && step == 1'b1)
							ns = AB;
					C:
						if (direction == 1'b1 && step == 1'b1)
							ns = D;
						else if (direction == 1'b0 && step == 1'b1)
							ns = B;
						else if (direction == 1'b1 && step == 1'b0)
							ns = CD;
						else if (direction == 1'b0 && step == 1'b0)
							ns = BC;
					CD:
						if (direction == 1'b1 && step == 1'b0)
							ns = D;
						else if (direction == 1'b0 && step == 1'b0)
							ns = C;
						else if (direction == 1'b1 && step == 1'b1)
							ns = DA;
						else if (direction == 1'b0 && step == 1'b1)
							ns = BC;
					D:
						if (direction == 1'b1 && step == 1'b1)
							ns = A;
						else if (direction == 1'b0 && step == 1'b1)
							ns = C;
						else if (direction == 1'b1 && step == 1'b0)
							ns = DA;
						else if (direction == 1'b0 && step == 1'b0)
							ns = CD;
					DA:
						if (direction == 1'b1 && step == 1'b0)
							ns = A;
						else if (direction == 1'b0 && step == 1'b0)
							ns = D;
						else if (direction == 1'b1 && step == 1'b1)
							ns = AB;
						else if (direction == 1'b0 && step == 1'b1)
							ns = CD;
					default:
						ns = A;
				endcase
			end 
assign out = cs;
endmodule
module negedge_detector(
	input wire clk,
	input wire rst,
	input wire sig,
	output wire out);
	reg [1:0] sig_del; 
	always @(posedge clk or negedge rst)
	begin 
		if (~rst) begin 
			sig_del <= 2'b11;
		end else begin 
			sig_del <= {sig_del[0], sig};
		end
	end 
assign out = ((~sig_del[0]) & (sig_del[1]));	
endmodule
module quarter_count(
	input wire clk,	 
	input wire rst,
	input wire step,
	input wire en_edge,
	output reg quarter_out);
	parameter HS_COUNT = 8'd100;
	parameter FS_COUNT = 8'd50;
	reg [7:0] count;
	reg start_count;
	always @(posedge clk or negedge rst)
	begin 
		if (~rst) 
			begin 
				count <= 8'd0;
				quarter_out <= 1'b0;
			end
		else if (en_edge)  
			begin 
				start_count <= en_edge;
			end 
		else if (start_count)
			begin 
				if (step == 1'b1)	 
					begin 
						if (count >= FS_COUNT)
							begin 
								quarter_out <= 1'b0;
								start_count <= 1'b0;
								count <= 8'b0;
							end
						else
							begin 
								count <= count + 8'b1;
								quarter_out <= 1'b1;
							end
					end 
				else if (step == 1'b0)	 
					begin 
						if (count >= HS_COUNT)
							begin 
								quarter_out <= 1'b0;
								start_count <= 1'b0;
								count <= 8'b0;
							end
						else
							begin 
								count <= count + 8'b1;
								quarter_out <= 1'b1;
							end 
					end 
			end
	end 
endmodule
module seven_segment(number_in, hex_out);
	input wire [2:0] number_in;
	output wire [6:0] hex_out;
	reg [6:0] hex;
	always @(*)
		begin
			case(number_in)			
					3'b000: hex = 7'b1000000;	 
					3'b001: hex = 7'b1111001;	 
					3'b010: hex = 7'b0100100;	 
					3'b011: hex = 7'b0110000;	 
					3'b100: hex = 7'b0011001;	 
					3'b101: hex = 7'b0010010;	 
					3'b110: hex = 7'b0000010;	 
			endcase
		end
	assign hex_out = hex;
endmodule
module speed_controller_sm(
	input wire rst,
	input wire step,
	input wire [2:0] speed_sel,
	output reg [20:0] count_to
);
parameter full_10rpm =21'd375000;	 
parameter full_20rpm =21'd187500;	 
parameter full_30rpm =21'd125000;	 
parameter full_40rpm =21'd93750;	    
parameter full_50rpm =21'd75000;	    
parameter full_60rpm =21'd62500;	    
parameter half_10rpm =21'd187500;	 
parameter half_20rpm =21'd93750;	    
parameter half_30rpm =21'd62500;	    
parameter half_40rpm =21'd46750;	    
parameter half_50rpm =21'd37500;	    
parameter half_60rpm =21'd31250;	    
always @(*)
begin 	
			if (~rst)
				count_to <= full_10rpm;
			if ((speed_sel == 3'b001) && (step))
				count_to <= full_10rpm;
			else if ((speed_sel == 3'b001) && (~step))
				count_to <= half_10rpm;
			else if ((speed_sel == 3'b010) && (step))
				count_to <= full_20rpm;
			else if ((speed_sel == 3'b010) && (~step))
				count_to <= half_20rpm;
			else if ((speed_sel == 3'b011) && (step))
				count_to <= full_30rpm;
			else if ((speed_sel == 3'b011) && (~step))
				count_to <= half_30rpm;
			else if ((speed_sel == 3'b100) && (step))
				count_to <= full_40rpm;
			else if ((speed_sel == 3'b100) && (~step))
				count_to <= half_40rpm;
			else if ((speed_sel == 3'b101) && (step))
				count_to <= full_50rpm;
			else if ((speed_sel == 3'b101) && (~step))
				count_to <= half_50rpm;
			else if ((speed_sel == 3'b110) && (step))
				count_to <= full_60rpm;
			else if ((speed_sel == 3'b110) && (~step))
				count_to <= half_60rpm;
			else
				count_to <= full_10rpm;
end 
endmodule
module speed_selector(
	input wire clk,
	input wire rst,
	input wire en,
	output wire [2:0] speed_out);
reg [2:0] cs;
reg [2:0] ns;
reg flag;
parameter state10 = 3'b001;
parameter state20 = 3'b010;
parameter state30 = 3'b011;
parameter state40 = 3'b100;
parameter state50 = 3'b101;
parameter state60 = 3'b110;
always @(posedge clk or negedge rst)
begin 
	if (~rst)
		begin 
			cs <= state10;
			flag <= 1'b0;
		end 
	else if (en)
		begin 
			cs <= ns;
			if ((cs == state10) | (cs == state60))
				flag <= (~flag);	 
		end 
end 
always @(*)
	begin
		case (cs)
			state10: ns = state20;
			state20: ns = (flag) ? state30 : state10;
			state30:	ns = (flag) ? state40 : state20;
			state40:	ns = (flag) ? state50 : state30;
			state50:	ns = (flag) ? state60 : state40;
			state60:	ns = state50;
			default: ns = state10;
		endcase
	end 
assign speed_out = cs;
endmodule
module step_motor_top(clk, resetb, direction, speed_sel, on, quarter, step_size, seven_seg_o, seven_seg_t, pulses_out);
	input wire clk;
	input wire resetb; 
	input wire direction;
	input wire step_size;
	input wire speed_sel;
	input wire quarter;
	input wire on;
	output wire [6:0] seven_seg_o;	 
	output wire [6:0] seven_seg_t;	 
	output wire [3:0] pulses_out; 	 
	wire clk_for_motor;
	wire [2:0] speed;
	wire [20:0] count_to;
	wire speed_enable;
	wire en_edge;
	wire quarter_out;
	wire motor_input_bit;
	parameter ZERO = 3'b000;
	negedge_detector negedge_detector_inst1(.clk(clk), .rst(resetb), .sig(speed_sel), .out(speed_enable));
	speed_selector speed_selector_inst(.clk(clk), .rst(resetb), .en(speed_enable), .speed_out(speed));
	speed_controller_sm speed_controller_sm_inst(.rst(resetb), .step(step_size), .speed_sel(speed), .count_to(count_to));
	clk_divider clk_divider_inst(.clk(clk), .rst(resetb), .clk_out(clk_for_motor), .count_to(count_to));
	negedge_detector negedge_detector_inst2(.clk(clk_for_motor), .rst(resetb), .sig(quarter), .out(en_edge));
	quarter_count quarter_count_inst(.clk(clk_for_motor), .rst(resetb), .step(step_size), .en_edge(en_edge), .quarter_out(quarter_out));
	assign motor_input_bit = (on || quarter_out);
	motor_sm motor_sm_inst(.clk(clk_for_motor), .nrst(resetb), .input_bit(motor_input_bit), .direction(direction), .step(step_size), .out(pulses_out));	
	seven_segment seven_segment_inst_ones(.number_in(ZERO), .hex_out(seven_seg_o));
	seven_segment seven_segment_inst_tens(.number_in(speed), .hex_out(seven_seg_t));
endmodule
==> /design/flow/run.sh <==
#!/bin/bash
# OpenROAD 26Q1-2900-gdf79404cd8, Yosys 0.63+post, stock flow scripts
make -C /OpenROAD-flow-scripts/flow DESIGN_CONFIG=/design/flow/config.mk WORK_HOME=/design/flow/orfs finish
==> /design/flow/config.mk <==
export PLATFORM = sky130hd
export DESIGN_NAME = step_motor_top
export DESIGN_NICKNAME = step_motor_top
export VERILOG_FILES = /design/flow/design.v
export SDC_FILE = /design/flow/constraint.sdc
export NUM_CORES = 4
export LEC_CHECK = 1
export CORE_UTILIZATION = 40
==> /design/flow/constraint.sdc <==
current_design step_motor_top

set clk_period 6.8
set clk_io_pct 0.2

create_clock -name clk0 -period $clk_period [get_ports {clk}]

set non_clock_inputs [all_inputs -no_clocks]
set_input_delay [expr $clk_period * $clk_io_pct] -clock clk0 $non_clock_inputs
set_output_delay [expr $clk_period * $clk_io_pct] -clock clk0 [all_outputs]
==> results.txt <==
Results of the implementation run.

The run finished with clean final reports. The top flip-flop cell by instance count after synthesis is sky130_fd_sc_hd__dfrtp_1. The area fraction in full adders, half adders and majority gates is 0.0897.

The maximum operating frequency is 0.198 GHz. Yosys reports a chip area of 0.00335 mm². Summed over all layers, the routed wires come to 6.26 mm. The number of failing hold endpoints at the final stage came out at 0. At the end of the flow the core is filled with cells to 0.448. The clock edge transition at the registers on the reported setup and hold paths came out at 0.06 ns. The worst hold path passes through 0 cells. Of the available clock period, the critical path in the final layout requires 0.743. In the hold report, the worst path ends at negedge_detector_inst1.sig_del[1]. The leakage dissipation came out at 1.68 nW.

The DRC violation count after routing came out at 0. The count of endpoints without a timing constraint came out at 38. The post-synthesis sequential element count is 57.

For the pin with the worst max-slew slack, the measured transition is 0.806 ns. Across all register-to-register paths, the minimum setup slack is 3.12 ns. The highest-count logic cell in the final layout is sky130_fd_sc_hd__nor2_1. The root buffer cell chosen for the clock tree is sky130_fd_sc_hd__clkbuf_8.

The stage logs contain a warning count of 27. The congestion estimate from routability-driven global placement came to 0.851. The number of design-rule violations left by the first detailed-router iteration came out at 127. The number of antenna violations at the first check in global routing was 0. The first global-routing pass estimated 10.7 mm of wire. The via count normalized by instance count came out at 4.94. Measured along the y axis, the die boundary spans 93.5 µm. The total cells reported by yosys after synthesis is 382. STA reports the tightest min-delay check as being of type register to register. The maximum fanout along the worst path is 25. The cell total after placement is 491. The final count of pins violating max slew is 0. Setup repair after global routing left no endpoint under its margin.

Measured against its own limit, the worst slew margin works out to 0.461. The number of top-level pins is 25. The area share of the leading cell type in the synthesized netlist came out at 0.299. The standard-cell row count came out at 33. The per-instance average area after synthesis is 8.76 µm². The setup skew after layout is 0.00487 ns. The number of global-route vias before repair is 2219. The cell type with the highest occurrence count on the critical path is sky130_fd_sc_hd__ha_1. The xor/xnor cell area share of the yosys netlist came out at 0.0575. The count of cell types in the netlist is 53. For reference, the top cells by area after synthesis are sky130_fd_sc_hd__dfrtp_1, sky130_fd_sc_hd__ha_1, sky130_fd_sc_hd__nor2_1. The number of standard cells in the final layout excluding fillers is 499. The routed design could run at a clock period as short as 5.05 ns. The endpoint of the worst-slack reg-to-reg timing path is clk_divider_inst.count[3].

VDD sags by at most 0.149 mV. In this run the tool buffered the top-level ports with 17 buffer cells. The start of the worst register-to-register path is speed_selector_inst.cs[2]. Once layout is done, the placed cells without fillers occupy 0.00366 mm².

In this run the remaining antenna-violating nets after routing total 0. The pin count of the biggest net entering global routing came out at 48. The post-synthesis simple-gate area fraction is 0.203. The power density over the cells came out at 294 mW/mm². Measured in cells, the most critical reg-to-reg path has a length of 13. The placed standard-cell area is 0.00357 mm².

The final sum of negative setup slack came out at 0 ns. The total routing usage reported by global routing came out at 0.156. The critical path goes through clkdlybuf4s50_1, inv_2, o21ai_0, a21o_1, ha_1, xor2_1, ha_1, and3_1, a31oi_1, a2111oi_2, o311ai_1, nand2_1, nor2_1. Before CTS, the worst setup slack after placement is 1.47 ns.

The total setup buffers inserted after CTS is 0. The signed area change from the synthesized netlist to the final layout came out at 9.27%. The die footprint is 0.00874 mm². Looking at the clock tree report, the H-tree level count equals 2. The global route total overflow is 0. Per the detail_route report, inserted antenna diodes total 0.

The synthesized design spends more area on one cell type than any other, namely sky130_fd_sc_hd__dfrtp_1. TritonCTS created 5 clock buffers. The number of cells upsized or downsized after cts came out at 0. The die outline width is 93.5 µm. For this design, the slowest cell found on the critical path is sky130_fd_sc_hd__clkdlybuf4s50_1. Of the total synthesized cell area, the portion taken by AND-OR and OR-AND cells is 0.159. The top cell types in the final layout, fill and taps aside, are sky130_fd_sc_hd__nor2_1, sky130_fd_sc_hd__dfrtp_1, sky130_fd_sc_hd__o21ai_0, sky130_fd_sc_hd__nand2_1.

The startpoint identified for the worst hold timing path is negedge_detector_inst1.sig_del[0]. The synthesized instance count came out at 382. The HPWL reported at the end of detailed placement is 4.60 mm. The layout summary lists the proportion of cells stronger than drive strength 1 as 0.0812.

The routed layout has 2465 vias. The highest cell delay on the worst timing path is 0.83 ns. According to the report, the first pass of detailed routing completed in 4 iterations.

The warning count from the yosys run came out at 7. The number of register pins that no clock reaches is 26. The deepest clock path buffer count came out at 2. Counting flops with a built-in enable in the synthesized netlist gives 1. After layout, the worst setup slack is 1.75 ns. The share of the core area taken by cells at floorplan is 0.410.

The final-report setup violation count is 0. The critical setup path kind is input port to register. The post-synth design cell area is 0.00335 mm². After floorplanning, the core was sized to cover 0.00818 mm². In this run the maximum-capacitance check reported violations numbering 0. For the worst setup path, the data arrival time is 5.19 ns. The multiplexer area fraction after synthesis came out at 0.0314. The total of hold buffers inserted after clock tree synthesis is 0.

The clock latency on the worst-skew pair came out at 0.28 ns. The share of flip-flops with an asynchronous set or reset is 0.807. The combinational family with the most area after synthesis is simple AND/OR/NAND/NOR gates. The worst path required time is 6.93 ns.

The startpoint type of the worst setup path is an input port. The final routed wire length divided by cell count came out at 12.5 µm. TritonCTS built the clock tree.

The worst setup path is captured at a register.
[logic make-up (layout without fill, tap and decap cells)]
kind of cell	count (synthesis)	after routing
multiplexers	10	10
buffers and inverters	42	42
other	2	14
flip-flops	47	47
AND/OR/NAND/NOR	142	142
XOR/XNOR	22	22
latches	10	10
AND-OR/OR-AND	83	83
adder cells (fa/ha/maj)	24	24
[cells in the mapped netlist, types with 3 or more instances]
| library cell | count |
|---|---|
| sky130_fd_sc_hd__a21oi_1 | 24 |
| sky130_fd_sc_hd__mux2_2 | 4 |
| sky130_fd_sc_hd__a31oi_1 | 3 |
| sky130_fd_sc_hd__or2_2 | 3 |
| sky130_fd_sc_hd__xor2_1 | 13 |
| sky130_fd_sc_hd__nand2_1 | 29 |
| sky130_fd_sc_hd__buf_2 | 5 |
| sky130_fd_sc_hd__xnor2_1 | 9 |
| sky130_fd_sc_hd__dlxtn_1 | 10 |
| sky130_fd_sc_hd__dfstp_2 | 6 |
| sky130_fd_sc_hd__dfrtp_1 | 40 |
| sky130_fd_sc_hd__ha_1 | 24 |
| sky130_fd_sc_hd__clkbuf_1 | 14 |
| sky130_fd_sc_hd__inv_1 | 14 |
| sky130_fd_sc_hd__nor2b_1 | 4 |
| sky130_fd_sc_hd__nand3_1 | 14 |
| sky130_fd_sc_hd__mux2i_1 | 6 |
| sky130_fd_sc_hd__buf_4 | 8 |
| sky130_fd_sc_hd__and3_1 | 7 |
| sky130_fd_sc_hd__nand2b_1 | 12 |
| sky130_fd_sc_hd__o31ai_1 | 6 |
| sky130_fd_sc_hd__o21ai_0 | 30 |
| sky130_fd_sc_hd__nand4_1 | 4 |
| sky130_fd_sc_hd__nor2_1 | 53 |
| sky130_fd_sc_hd__nor3_1 | 6 |
[metrics by stage]
step	total power, mW	hold slack (ns)
CTS	1.09	0.366
global placement	0.922	0.355
floorplan	0.800	0.351
detailed placement	0.934	0.357
finish	1.07	0.365
global route	1.20	0.374
[layer usage]
metal	up-vias	wire length [µm]	track usage
met2	37	2780	0.244
met1	1104	3250	0.250
met5	-	0	0
met4	0	71	0.0141
met3	7	165	0.0149
li1	1317	-	-
[registers in the layout, indices dropped and copies added, names as in the netlist]
signal,flops
quarter_count_inst.count,8
quarter_count_inst.start_count,1
negedge_detector_inst1.sig_del,2
motor_sm_inst.cs,4
quarter_count_inst.quarter_out,1
clk_divider_inst.count,21
clk_divider_inst.clk_out,1
seven_segment_inst_tens.hex,6
negedge_detector_inst2.sig_del,2
speed_selector_inst.cs,6
motor_sm_inst.ns,4
speed_selector_inst.flag,1
[worst max path at each step]
| stage | startpoint | to | slack, ns | cells past startpoint |
|---|---|---|---|---|
| 4_1_cts | step_size | clk_divider_inst.count[3] | 1.74 | 13 |
| 5_1_grt | step_size | clk_divider_inst.count[16] | 1.39 | 13 |
| 6_report | step_size | clk_divider_inst.count[3] | 1.75 | 13 |
[area by class of cell]
cell class	count	area, µm²
fill	782	4520
multi-input combinational	295	1860
sequential	57	1340
timing repair buffer	19	180
tap	105	131
clock buffer	7	86.3
inverter	15	56.3
clock inverter	1	5.00
[power by group]
group          switching [mW]  internal, mW
Clock                  0.0655        0.0815
Sequential              0.115         0.283
Combinational           0.290         0.239
[worst max-delay path, delay by kind of cell]
kind	cells	cell delay, ns
buffers and inverters	2	1.25
XOR/XNOR	1	0.17
AND/OR/NAND/NOR	3	0.80
adder cells (fa/ha/maj)	2	0.54
AND-OR/OR-AND	5	1.05
No activity file was given, so power comes from the tool's default toggle rates.
